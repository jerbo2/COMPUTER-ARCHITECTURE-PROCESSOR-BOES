## flow/design.v

```verilog
module mux_4to1_48bit_CU(D00, D01, D10, D11, sel, out);
	input	[47:0]D00;	
	input [47:0]D01; 
	input [47:0]D10; 
	input [47:0]D11;
	input [1:0]sel;		
	output reg [47:0]out;	
	always @* begin 
		case(sel)
			2'b00:out=D00;
			2'b01:out=D01;
			2'b10:out=D10;
			2'b11:out=D11;
		endcase 
	end
endmodule 
```

## flow/run.sh

```bash
#!/bin/bash
# OpenROAD 26Q1-2900-gdf79404cd8, Yosys 0.63+post, stock flow scripts
make -C /OpenROAD-flow-scripts/flow DESIGN_CONFIG=/design/flow/config.mk WORK_HOME=/design/flow/orfs finish
```

## flow/config.mk

```make
export PLATFORM = sky130hd
export DESIGN_NAME = mux_4to1_48bit_CU
export DESIGN_NICKNAME = mux_4to1_48bit_CU
export VERILOG_FILES = /design/flow/design.v
export SDC_FILE = /design/flow/constraint.sdc
export NUM_CORES = 4
export LEC_CHECK = 1
export CORE_AREA = 10 10 101 101
export DIE_AREA = 0 0 111 111
```

## flow/constraint.sdc

```tcl
current_design mux_4to1_48bit_CU

set clk_period 1.1
set clk_io_pct 0.2

create_clock -name clk0 -period $clk_period

set non_clock_inputs [all_inputs -no_clocks]
set_input_delay [expr $clk_period * $clk_io_pct] -clock clk0 $non_clock_inputs
set_output_delay [expr $clk_period * $clk_io_pct] -clock clk0 [all_outputs]
```

==> out/notes.md <==
The flow ran to the end, but the final reports show violations. With the sequential-to-total area share from yosys stat at 0%, the largest net degree at the start of global routing is 26. The final critical path takes up 145% of the cycle. According to the report, the first pass of detailed routing completed in 4 iterations.

242 I/O pins were placed. The global route stage reports its total congestion overflow as 0. For the count of final hold-check violations, the log shows 0. Worst min-delay path startpoint: D01[5]. With the layout sequential cell count at 0, the wire length per cell is 25.8 microns. The overall die size recorded for this design is 12300 sq um.

The run gives 1.32 mW as the overall power. By area the synthesized netlist is led by sky130_fd_sc_hd__mux4_2 94%, sky130_fd_sc_hd__buf_6 2.9%, sky130_fd_sc_hd__buf_2 1.3%. The first global-routing pass estimated 15600 microns of wire. The detailed router's first-iteration violation count is 36.

The final reports fail on setup timing. In this run the tightest slew margin relative to its limit is 89.5%. The area fraction of the dominant cell type after synthesis is 93.8%, and the area overhead of the layout relative to synthesis is 223%.

The run gives 628 MHz as the upper clock frequency limit. The detail route stage leaves a number of antenna-violating nets equal to 0. The number of maximum-capacitance violations is 0, and the number of warnings reported in the yosys synthesis log is 1. The horizontal die size came out at 111 microns. At the floorplan stage, the core utilization is reported as 14.2%.

Looking at the max-slew report, the worst-margin pin has a slew of 0.157 ns. The cell count after synthesis came out at 58. Per the gpl log, the routability congestion estimate is 0.946. The power per cell area was 354 nW/um^2; the number of global-route vias before repair was 2186.

Counting instances in the post-synthesis netlist gives the leading cell types as 48 x sky130_fd_sc_hd__mux4_2, 3 x sky130_fd_sc_hd__buf_2, 3 x sky130_fd_sc_hd__buf_6. For the arrival time of data at the critical path endpoint, the log shows 1.37 ns. The total cells reported by yosys after synthesis is 58. The buffer_ports step reported a buffer count of 242.

The leakage power in the latest report is 1.71 nW. The netlist area before placement was 1150 sq um; the global-route usage over all layers was 17.2%. The total area of multi-input combinational cells was 1080 sq um; the largest fanout on the critical path was 3.

After detailed routing, the number of vias per cell comes to 4.36. The logs give 4 for the initial antenna violation count and 8130 sq um for the core footprint. Per the final layout report, the fraction of cells sized above drive strength 1 comes to 39.6%.

The run gives 1864 as the via count of the routed design. Counting instances, the worst hold path has a depth of 3. The final-layout worst hold slack is 0.840 ns. Sorting the Yosys area breakdown by cell type puts at the top sky130_fd_sc_hd__mux4_2. The logs give -0.493 ns for the minimum setup slack in the final design and 0.88 ns for the worst endpoint required time. The die span in y works out to 111 microns. After layout, the minimum clock period comes to 1.59 ns.

STA classifies the critical path startpoint as an input port. The site row count was 33. For hold timing, the worst endpoint is out[5]. The number of remaining DRC errors came out at 0. Worst setup path category: input port to primary output. In the post-synthesis netlist, the cell with the most instances is sky130_fd_sc_hd__mux4_2.

Setup repair after global routing could not meet its margin everywhere. The logs give a warning total of 35. The final layout report lists a clock buffer count of 0. Checking hold timing, the worst path is listed with class input port to primary output. The logs give 5 for the count of unique library cells instantiated by Yosys and 1150 sq um for the chip area in the Yosys report.

The maximum vdd drop is 0.262 mV. The run gives 9680 microns as the final HPWL from detailed placement. The area taken by sequential standard cells is reported as 0 sq um.

Averaged over all synthesized cells, the footprint is 19.9 sq um. The final setup violation count came out at 48. For reference, the final report shows the max-slew violation count at 0. The filler cell count in the final layout came out at 808.

The final layout contains routed wiring with a total length of 11000 microns. The post-CTS hold buffer count recorded in the log is 0. STA classifies the critical path endpoint as a primary output.
## what timing repair did
action | 4_1_cts | 5_1_grt
gates resized | 286 | 12
pin swaps | 0 | 0
buffers inserted | 18 | 3
gates cloned | 2 | 1
endpoints found under the setup margin | 48 | 48
## cell families (layout without fill, tap and decap cells)
logic type   after synthesis  after routing  share of synthesized area [%]
mux                       48             48                           93.8
buf+inv                   10            270                           6.19
other cells                0              5                              0
## routing by layer
| layer | track usage [%] | up-vias | wire, microns |
|---|---|---|---|
| li1 | - | 836 | - |
| met1 | 18.7 | 876 | 3960 |
| met2 | 29.8 | 148 | 5610 |
| met3 | 9.80 | 2 | 1440 |
| met4 | 0.955 | 2 | 0 |
| met5 | 0 | - | 13 |
## placed cells by master, fill, tap and decap left out, drive strengths merged
master,count
dlygate4sd2,119
buf,76
clkdlybuf4s50,64
clkbuf,2
clkdlybuf4s15,1
mux4,48
dlymetal6s2s,8
diode,5
## area by class of cell
cell class	count	share of cell area, %
repair buffers	270	67.1
multi-input cells	48	29.0
well taps	105	3.53
diodes	5	0.336
## power breakdown
group / leakage (nW) / switching [mW] / internal, mW / total [mW]
registers: 0 / 0 / 0 / 0
clock network: 0.0000317 / 0 / 0.000000610 / 0.000000610
logic: 1.71 / 0.344 / 0.976 / 1.32
## stage by stage
stage                     cell area [sq um]  instances  setup WS, ns  TNS, ns  utilization, %
after detailed placement               3710        400        -0.714   -32.41            45.7
final                                  3720        428        -0.493   -18.12            45.8
after floorplan                        1190         58       -0.0646    -1.29               -
after global placement                 3710        400        -0.711   -32.36            45.7
after CTS                              3640        419        -0.501   -15.70            44.8
after global routing                   3710        424        -0.508   -19.67            45.7
## critical path: stages
cell and delay [ns]:
sky130_fd_sc_hd__buf_12 0.10, sky130_fd_sc_hd__buf_12 0.12, sky130_fd_sc_hd__buf_12 0.12, sky130_fd_sc_hd__buf_8 0.12
sky130_fd_sc_hd__buf_12 0.12, sky130_fd_sc_hd__mux4_2 0.43, sky130_fd_sc_hd__buf_2 0.14
## worst max-delay path by stage
stage	start	end	slack, ns
4_1_cts	sel[0]	out[31]	-0.50
6_report	sel[0]	out[31]	-0.49
5_1_grt	sel[0]	out[31]	-0.51
No activity file was given, so power comes from the tool's default toggle rates.
