## ./run.sh

```bash
#!/bin/bash
# OpenROAD 26Q1-2900-gdf79404cd8, Yosys 0.63+post, stock flow scripts
make -C /OpenROAD-flow-scripts/flow DESIGN_CONFIG=/design/flow/config.mk WORK_HOME=/design/flow/orfs finish
```

## ./config.mk

```make
export PLATFORM = sky130hd
export DESIGN_NAME = stack
export DESIGN_NICKNAME = stack
export VERILOG_FILES = /design/flow/design.v
export SDC_FILE = /design/flow/constraint.sdc
export NUM_CORES = 4
export LEC_CHECK = 1
export CORE_UTILIZATION = 30
```

## ./constraint.sdc

```tcl
current_design stack

set clk_period 20.6
set clk_io_pct 0.2

create_clock -name clk0 -period $clk_period [get_ports {clock}]

set non_clock_inputs [all_inputs -no_clocks]
set_input_delay [expr $clk_period * $clk_io_pct] -clock clk0 $non_clock_inputs
set_output_delay [expr $clk_period * $clk_io_pct] -clock clk0 [all_outputs]
```

## ./design.v

```verilog
module stack(d_in, d_out, push, pop, reset, empty, full, clock);
input [15:0]  d_in;
input push, pop, reset, clock;
output reg empty, full;  
output reg [15:0] d_out;
reg [15:0] stack_mem[0:127];  
reg  [6:0] SP;  
integer i;
always @ (posedge clock)
begin
    if (reset==1) begin
			SP       = 7'b1000000;  
			empty    = SP[6];  
			d_out  = 4'h0;
      for (i=0;i<128;i=i+1) begin
			stack_mem[i]= 0;  
      end
     end
  else if (reset==0) begin
			full = SP ? 0:1;
			empty  = SP[6];
			d_out = 16'h0000;
    if (full == 1'b0 && push == 1'b1) begin  
       SP            = SP-1'b1;  
       full          = SP ? 0:1;  
       empty         = SP[6];
       stack_mem[SP] = d_in;  
     end
   else if (empty == 1'b0 && pop == 1'b1) begin  
       d_out  = stack_mem[SP];  
       stack_mem[SP] = 0;  
       SP  = SP+1;  
       full  = SP? 0:1;  
       empty  = SP[6];  
    end
   else;
  end
  else;
 end
endmodule
```

==> notes.md <==
run metrics: CP arrival=8.72 ns, CTS Hold Bufs=0, Worst slew margin=3.67%, P per Cell Area=163 nW/um2, CP required=21.45 ns, core area=297000 um2, largest net degree at the start of global routing=136, CTS Buffer Depth=3, drt wl/cell=48.3 um, Final Routed Wirelength=666 mm, Die X=549 um, CTS H-tree depth=4, Main synth FF type=dfxtp_1, Clk pwr share=24.6%, CP Max Fanout=85, OpenROAD warning count=38, critical path's top delay family=buffers and inverters, Skew-Pair Late Insertion Delay=0.95 ns, status=finished, violations left, Synthesis Warnings=2, Final Hold Viols=0, Setup crit start kind=primary input, Logic pwr share=45.6%, Synth Area per Inst=9.46 um2, dpl hpwl=429 mm, r2r startpoint=SP[0], CP Capture Type=flop, Seq share, synth=46.2%, aoi share=17.0%, vias per cell=6.64, Crit-path slowest cell=buf_4, hold slack=0.457 ns, Seq pwr share=29.8%, Syn Inst Count=9491, placed cells=13200, Core Rows=200, Post-DRT Antenna Nets=2, minimum clock period=7.87 ns, Commonest Layout Cell=dfxtp_1, Die Height=549 um, total of max-cap violations=0, mux frac, synth=17.7%, Leakage=42.2 nW, vias in the first global route=82000, die footprint=302000 um2, Buf/Inv on CP=7, VDD IR-drop max=0.116 mV, Adder Area Share=0.0836%, Total GRT Usage=44.5%, Switching Share=47.8%, CTS Root Cell=clkbuf_16, area delta synth->final=17.4%, IO Count=38, DRC viols=0, worst setup path class=primary input to flop, Yosys top cell by area=dfxtp_1, Final Skew=0.0735 ns, xor/xnor share=0.0683%, Critical Path Start=reset, Final Non-Filler Cells=13800, Post-synth EDFFs=1, Top cells excl fill/tap=dfxtp_1 (2068), nand2_1 (1987), mux2i_1 (1587), a22oi_1 (992), buf_4 (626), Worst-path clk slew=0.06 ns, Final Setup Violations=0, switching power=8.22 mW, worst-margin pin slew=1.43 ns, ys cells=9491, dominant kind of combinational cell=multiplexers, CTS tree=built, post-synthesis cell area=89800 um2, worst hold start=stack_mem[42][0], FFs w/ async S/R, synth=0%, failing checks=antenna rules, CTS resizes=0, Internal=8.97 mW, Post-CTS Setup Inserts=0, FP Core Util=30.2%, yosys stat area=89800 um2, HP Class=flop to flop, and+or+nand+nor area frac=14.7%, clk sink count=2073, setup TNS=0 ns, Max stage delay on crit path=0.86 ns, first-pass GRT wire length=847 mm, Max Slew Vio Count=0, GPL Wtd Cong=1.12, Unique cell types=104, grt total ovfl=0, #FFs+latches synth=2073, ratio of cells with drive above 1 in the final layout=13.9%, crit-path most repeated cell=buf_4, total CTS buffers=220, DRT iter0 DRCs=12500, initial antenna violation count=109, Pre-Repair DR Iteration Count=8, Top cell area share=46.2%, IO buf count=37, RSZ-0062 raised after global routing=false, fin crit share=38.2%, sequence of cells on the critical path=clkdlybuf4s50_1, buf_4, inv_8, buf_4, buf_4, buf_4, buf_4, nand2_1, mux2i_1, via count=91400, f_max=127 MHz, top cells by area=dfxtp_1 (46%), mux2i_1 (18%), nand2_1 (8.4%), a22oi_1 (8.3%), a22o_1 (3.5%)
[registers in the layout (all words and copies together) (netlist names)]
name,cells
stack_mem,2048
SP,7
full,1
d_out,16
empty,1
[Yosys cell counts, types with 7 or more instances]
master / count
a22oi_1: 992
o22a_1: 7
a211oi_1: 12
dfxtp_1: 2072
o211ai_1: 26
o2bb2ai_1: 99
nor2b_1: 28
buf_2: 132
and3_1: 21
or2_2: 14
a22o_1: 358
buf_4: 50
buf_1: 20
buf_6: 14
o21ai_0: 62
nand2b_1: 16
o21a_1: 20
nand4b_1: 17
or3_1: 25
nor4_1: 87
and2_1: 34
nor2_1: 239
nand3_1: 110
mux2i_1: 1587
o21ai_2: 12
o22ai_1: 20
nor3b_1: 10
a21oi_2: 24
inv_1: 8
o22ai_2: 16
o32ai_1: 7
a21oi_1: 108
a31oi_2: 10
nand4_1: 136
clkbuf_1: 672
or4_1: 30
nand2_1: 2004
nor3_1: 158
a222oi_1: 14
nand4bb_1: 7
a31oi_1: 23
o32ai_2: 8
[worst reg2reg max path, cell delays in order, from the launching register on]
cell	delay [ns]
dfxtp_1	0.29
buf_4	0.21
inv_1	0.16
ha_1	0.20
buf_4	0.46
nand3b_1	0.71
o31ai_1	0.33
nand2_1	0.36
a311oi_1	1.10
a2111o_1	0.16
buf_4	0.28
nor4_4	0.06
buf_4	0.39
a31oi_4	1.03
buf_4	0.69
mux2i_1	0.27
[kinds of logic (layout without fill, tap and decap cells)]
family | after synthesis | after routing
buffers and inverters | 898 | 1083
xor gates and xnor gates | 7 | 7
other | 0 | 156
muxes | 1587 | 1587
AOI/OAI and AO/OA | 1929 | 1929
adders and majority gates | 6 | 6
and+or+nand+nor | 2991 | 2991
DFF | 2073 | 2073
[layout make-up]
class,count,area (um2)
antenna,156,390
timing repair buffer,668,5170
fill,29000,192000
clock inverter,89,1190
sequential,2073,41500
inverter,9,41.3
multi-input combinational,6520,45900
clock buffer,317,6360
tap,3939,4930
[per-stage QoR]
stage	utilization [%]	total power, mW	instance area (um2)	worst slack (ns)
after floorplan	-	8.23	89800	14.21
after global placement	32.8	12.3	97500	12.07
after detailed placement	32.8	12.3	97500	12.03
after CTS	35.3	16.4	105000	12.96
after global routing	35.4	16.9	105000	12.71
final	35.5	17.2	105000	12.73
[routing by layer]
layer  vias up  routed length [um]  GRT usage (%)
li1      34700                   -              -
met1     45000              227000           48.9
met2      8807              247000           54.9
met3      2830              117000           33.0
met4        75               70400           36.8
met5         -                4520           13.2
[power groups by stage]
stage | logic, mW | registers, mW | clock network (mW)
after CTS | 7.13 | 5.10 | 4.20
final | 7.84 | 5.12 | 4.23
after global routing | 7.38 | 5.18 | 4.36
[worst paths after layout]
path	endpoint	slack, ns	depth (start not counted)
setup / recovery	stack_mem[18][9]	12.73	9
hold / removal	stack_mem[42][0]	0.46	2
setup reg to reg	stack_mem[75][14]	13.83	15
hold reg to reg	stack_mem[42][0]	0.46	2
No activity file was given, so power comes from the tool's default toggle rates.
