## /design/flow/design.v

```verilog
module PC_32bit_out (clock, PS, PC_in, PC_offset, PC);
	input [1:0]PS;
	input clock;
	input [31:0] PC_in;
	input [15:0] PC_offset;
	output reg [15:0]PC;
	initial begin 
		PC <= 0;
	end
	always @(posedge clock)begin
		case (PS)
			2'b00: PC = PC;
			2'b01: PC = PC+1'b1;
			2'b10: PC = PC_in;
			2'b11: PC = PC+PC_offset;
		endcase
	end 
endmodule
```

## /design/flow/run.sh

```bash
#!/bin/bash
# OpenROAD 26Q1-2900-gdf79404cd8, Yosys 0.63+post, stock flow scripts
make -C /OpenROAD-flow-scripts/flow DESIGN_CONFIG=/design/flow/config.mk WORK_HOME=/design/flow/orfs finish
```

## /design/flow/config.mk

```make
export PLATFORM = sky130hd
export DESIGN_NAME = PC_32bit_out
export DESIGN_NICKNAME = PC_32bit_out
export VERILOG_FILES = /design/flow/design.v
export SDC_FILE = /design/flow/constraint.sdc
export NUM_CORES = 4
export LEC_CHECK = 1
export CORE_UTILIZATION = 30
```

## /design/flow/constraint.sdc

```tcl
current_design PC_32bit_out

set clk_period 9.8
set clk_io_pct 0.2

create_clock -name clk0 -period $clk_period [get_ports {clock}]

set non_clock_inputs [all_inputs -no_clocks]
set_input_delay [expr $clk_period * $clk_io_pct] -clock clk0 $non_clock_inputs
set_output_delay [expr $clk_period * $clk_io_pct] -clock clk0 [all_outputs]
```

==> flow_results.xml <==
<?xml version="1.0" encoding="UTF-8"?>
<metrics>
  <group name="yosys">
    <metric name="yosys-mux-area-fraction" unit="%">0</metric>
    <metric name="top_logic_kind" unit="">simple AND/OR/NAND/NOR gates</metric>
    <metric name="synthAdderAreaFrac" unit="%">13.28</metric>
    <metric name="leading_cell_types_by_total_area_after_synthesis" unit="">sky130_fd_sc_hd__edfxtp_1, sky130_fd_sc_hd__ha_1, sky130_fd_sc_hd__a21oi_1</metric>
    <metric name="synth-xor-area-share" unit="%">5.040</metric>
    <metric name="top_cells_by_count" unit="">sky130_fd_sc_hd__nand2_1, sky130_fd_sc_hd__a21oi_1, sky130_fd_sc_hd__and3_1, sky130_fd_sc_hd__edfxtp_1, sky130_fd_sc_hd__ha_1</metric>
    <metric name="yosysTopAreaCellShare" unit="%">30.72</metric>
    <metric name="postSynthCellCount" unit="">181</metric>
    <metric name="post-synth-top-area-cell" unit="">sky130_fd_sc_hd__edfxtp_1</metric>
    <metric name="synth_sequential_area_ratio" unit="%">30.72</metric>
    <metric name="synth-main-ff-cell" unit="">sky130_fd_sc_hd__edfxtp_1</metric>
    <metric name="yosys.area_share.aoi" unit="%">22.08</metric>
    <metric name="syn-mean-instance-area" unit="sq um">8.641</metric>
    <metric name="top_cell" unit="">sky130_fd_sc_hd__nand2_1</metric>
    <metric name="synth-cells-yosys" unit="">181</metric>
    <metric name="synth-edff-count" unit="">16</metric>
    <metric name="yosys_simple_share" unit="%">26.08</metric>
    <metric name="netlist_area" unit="sq um">1564</metric>
    <metric name="yosys_warnings" unit="">1</metric>
    <metric name="synth.lib_cells_used.distinct" unit="">41</metric>
    <metric name="ys_async_sr_fraction" unit="%">0</metric>
    <metric name="ys_chip_area" unit="sq um">1564</metric>
    <metric name="ys.flops" unit="">16</metric>
  </group>
  <group name="worst_setup_path">
    <metric name="cp.buffers_inverters" unit="">1</metric>
    <metric name="rrSetupSlack" unit="ns">7.09</metric>
    <metric name="critical_path.top_delay_family" unit="">AND-OR/OR-AND gates</metric>
    <metric name="reg2reg_depth" unit="">8</metric>
    <metric name="reg_to_reg_end" unit="">PC[14]</metric>
    <metric name="timing.critical_path.required" unit="ns">9.81</metric>
    <metric name="path_cells" unit="">clkdlybuf4s50_1 -&gt; nand2_1 -&gt; or2_2 -&gt; ha_1 -&gt; fa_1 -&gt; a21oi_1 -&gt; o21ai_0 -&gt; a21oi_1 -&gt; o21bai_1 -&gt; a2111o_1 -&gt; and3_1</metric>
    <metric name="crit_arrival" unit="ns">5.31</metric>
    <metric name="critPathKind" unit="">input pin to flop</metric>
    <metric name="worst_setup_path_end_kind" unit="">flop</metric>
    <metric name="highest_delay_cell_along_the_critical_path" unit="">sky130_fd_sc_hd__clkdlybuf4s50_1</metric>
    <metric name="worst_path_largest_cell_delay" unit="ns">0.86</metric>
    <metric name="critical_path.most_common_cell" unit="">sky130_fd_sc_hd__a21oi_1</metric>
    <metric name="worstPathMaxFanout" unit="">18</metric>
    <metric name="r2r_path_start" unit="">PC[0]</metric>
    <metric name="worstSetupStartpointType" unit="">input pin</metric>
  </group>
  <group name="global_route">
    <metric name="grt_start_max_net_pins" unit="">24</metric>
    <metric name="grt_pass1_wl" unit="um">6492</metric>
    <metric name="global_route.usage.total" unit="%">15.85</metric>
    <metric name="number_of_antenna_violations_at_the_first_check_in_global_routing" unit="">0</metric>
    <metric name="grt_pass1_vias" unit="">1435</metric>
    <metric name="globalRouteOverflowTotal" unit="">0</metric>
  </group>
  <group name="power">
    <metric name="vdd_ir_drop_max" unit="mV">0.07055</metric>
    <metric name="seqPwrFrac" unit="%">31.1</metric>
    <metric name="clkPwrFrac" unit="%">13.9</metric>
    <metric name="internal-power" unit="mW">0.2510</metric>
    <metric name="switching_share" unit="%">35.53</metric>
    <metric name="total_power" unit="mW">0.3893</metric>
    <metric name="sw_power" unit="mW">0.1383</metric>
    <metric name="power.share.combinational" unit="%">55.0</metric>
    <metric name="power.density" unit="nW/um^2">179.2</metric>
    <metric name="leakage" unit="nW">0.8943</metric>
  </group>
  <group name="routing">
    <metric name="post-route-drc-count" unit="">0</metric>
    <metric name="drt-total-wl" unit="um">3941</metric>
    <metric name="count_of_vias_placed_by_the_detailed_router" unit="">1491</metric>
    <metric name="detail_route.iter0.violations" unit="">45</metric>
    <metric name="drtPass1Iterations" unit="">4</metric>
    <metric name="detail_route.vias_per_cell" unit="">5.037</metric>
    <metric name="route.antenna.remaining_nets" unit="">0</metric>
    <metric name="antenna-diode-count" unit="">0</metric>
    <metric name="mean_routed_wirelength_per_cell" unit="um">13.31</metric>
  </group>
  <group name="sta">
    <metric name="max_freq" unit="MHz">188.9</metric>
    <metric name="slew_violations" unit="">0</metric>
    <metric name="final_setup_violation_count" unit="">0</metric>
    <metric name="rsz0062_at_grt" unit="">no</metric>
    <metric name="finalCriticalPeriod" unit="ns">5.293</metric>
    <metric name="worst_clock_skew" unit="ns">0.003129</metric>
    <metric name="worstMarginPinSlew" unit="ns">0.7898</metric>
    <metric name="timing.final.hold_violations" unit="">0</metric>
    <metric name="final.setup.tns" unit="ns">0</metric>
    <metric name="slew_headroom" unit="%">47.22</metric>
    <metric name="period_used_share" unit="%">54.01</metric>
  </group>
  <group name="place">
    <metric name="buffers_on_ports" unit="">50</metric>
    <metric name="dp_hpwl" unit="um">2923</metric>
    <metric name="gp_congestion" unit="">0.7936</metric>
  </group>
  <group name="clock_tree">
    <metric name="clock_tree_from_tritoncts" unit="">done</metric>
    <metric name="cts_num_sinks" unit="">16</metric>
    <metric name="clk_latency" unit="ns">0.25</metric>
    <metric name="clock_tree.buffer_depth" unit="">2</metric>
    <metric name="ctsRootBufferMaster" unit="">sky130_fd_sc_hd__clkbuf_8</metric>
    <metric name="tritoncts.num_buffers" unit="">3</metric>
    <metric name="post-cts-setup-buffer-count" unit="">0</metric>
    <metric name="htree_num_levels" unit="">1</metric>
    <metric name="post_cts_resize_count" unit="">0</metric>
    <metric name="clock_slew_at_the_register_clock_pins_of_the_worst_setup_and_hold_paths" unit="ns">0.07</metric>
    <metric name="cts.hold.buffers_added" unit="">0</metric>
  </group>
  <group name="final_layout">
    <metric name="sequential_cell_area" unit="sq um">480.5</metric>
    <metric name="reg.largest.list" unit="">PC (16)</metric>
    <metric name="synthToLayoutAreaGrowth" unit="%">38.88</metric>
    <metric name="filler_cells" unit="">546</metric>
    <metric name="layout-drive-gt1-share" unit="%">6.114</metric>
    <metric name="largest_register_ff_count" unit="">16</metric>
    <metric name="regMostFlops" unit="">PC</metric>
    <metric name="multiInputGateArea" unit="sq um">1040</metric>
  </group>
  <group name="die">
    <metric name="floorplan.die.width" unit="um">74.21</metric>
    <metric name="fp-utilization" unit="%">32.05</metric>
    <metric name="core_area" unit="sq um">4880</metric>
    <metric name="row_count" unit="">25</metric>
    <metric name="die.size.y" unit="um">74.21</metric>
    <metric name="boundaryPins" unit="">67</metric>
    <metric name="total_die_area" unit="sq um">5506</metric>
  </group>
  <group name="min_path">
    <metric name="hp-start" unit="">PC[0]</metric>
    <metric name="worst_hold_path.endpoint" unit="">PC[0]</metric>
    <metric name="worstHoldPathCells" unit="">3</metric>
    <metric name="timing.hold.worst.class" unit="">flop to flop</metric>
  </group>
  <group name="run_status">
    <metric name="outcome" unit="">completed</metric>
  </group>
  <group name="flow_run">
    <metric name="max_cap_viol_count" unit="">0</metric>
    <metric name="stage_log_warnings" unit="">41</metric>
  </group>
</metrics>
==> layout make-up <==
class / instances / area share, %
clock buffers: 3 / 1.901
clock inverters: 1 / 0.1728
well taps: 67 / 3.859
repair buffers: 51 / 23.39
multi-input cells: 154 / 47.87
flip-flops and latches: 16 / 22.12
inverters: 4 / 0.6912
==> cell usage in the layout, fill, tap and decap left out, types with 2 or more instances in the layout <==
cell,count
sky130_fd_sc_hd__and3_1,16
sky130_fd_sc_hd__o31ai_1,2
sky130_fd_sc_hd__a21oi_1,21
sky130_fd_sc_hd__o211ai_1,2
sky130_fd_sc_hd__o21a_1,2
sky130_fd_sc_hd__edfxtp_1,16
sky130_fd_sc_hd__o21ai_0,10
sky130_fd_sc_hd__o21bai_1,3
sky130_fd_sc_hd__ha_1,15
sky130_fd_sc_hd__nand2_1,22
sky130_fd_sc_hd__clkdlybuf4s50_1,50
sky130_fd_sc_hd__nor3_1,2
sky130_fd_sc_hd__inv_1,4
sky130_fd_sc_hd__nor2_1,14
sky130_fd_sc_hd__nand3_1,3
sky130_fd_sc_hd__a31oi_1,3
sky130_fd_sc_hd__a2111o_1,2
sky130_fd_sc_hd__xnor2_1,8
sky130_fd_sc_hd__or2_2,2
sky130_fd_sc_hd__nand4_1,3
sky130_fd_sc_hd__nor2b_1,2
sky130_fd_sc_hd__a21o_1,3
sky130_fd_sc_hd__clkbuf_8,3
sky130_fd_sc_hd__a21o_2,2
==> logic make-up (layout without fill, tap and decap cells) <==
| kind of cell | Yosys count | count (layout) |
|---|---|---|
| DFF | 16 | 16 |
| buffers and inverters | 11 | 59 |
| adders and majority gates | 16 | 16 |
| xor gates and xnor gates | 9 | 9 |
| and+or+nand+nor | 75 | 75 |
| AOI/OAI and AO/OA | 54 | 54 |
==> layer usage <==
| metal | track usage [%] | routed length, um | up-vias |
|---|---|---|---|
| li1 | - | - | 777 |
| met1 | 24.04 | 1943 | 674 |
| met2 | 25.25 | 1772 | 38 |
| met3 | 2.747 | 195 | 2 |
| met4 | 1.709 | 29 | 0 |
| met5 | 0 | 0 | - |
==> power groups by stage <==
stage / Sequential, mW / Combinational (mW) / Clock (mW)
after global routing: 0.125 / 0.241 / 0.0576
after CTS: 0.122 / 0.216 / 0.0555
final: 0.121 / 0.214 / 0.0540
==> how the worst max path moves through the flow <==
stage	slack [ns]	from	depth (start not counted)	to
5_1_grt	4.26	PS[1]	11	PC[14]
4_1_cts	4.47	PS[1]	11	PC[14]
6_report	4.51	PS[0]	11	PC[14]
==> worst min-delay path, cell delays in order (launching register included) <==
cell                       delay, ns
sky130_fd_sc_hd__edfxtp_1       0.36
sky130_fd_sc_hd__ha_1           0.14
sky130_fd_sc_hd__nand2_1        0.05
sky130_fd_sc_hd__nand2_1        0.06
==> per-stage QoR <==
step / setup slack (ns) / cell area (sq um) / hold WS (ns) / std cells / util [%]
final: 4.507 / 2172 / 0.6966 / 296 / 44.51
after global routing: 4.259 / 2172 / 0.7383 / 296 / 44.51
after CTS: 4.474 / 2172 / 0.7050 / 296 / 44.51
after detailed placement: 4.243 / 2127 / 0.6861 / 292 / 43.59
after global placement: 4.255 / 2127 / 0.6643 / 292 / 43.59
after floorplan: 5.570 / 1564 / 0.6143 / 181 / -
Power is estimated from default activity; no workload was simulated.
